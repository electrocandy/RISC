`design/flow/run.sh`:
```
#!/bin/bash
# OpenROAD 26Q1-2900-gdf79404cd8, Yosys 0.63+post, stock flow scripts
make -C /OpenROAD-flow-scripts/flow DESIGN_CONFIG=/design/flow/config.mk WORK_HOME=/design/flow/orfs finish
```
`design/flow/config.mk`:
```
export PLATFORM = sky130hd
export DESIGN_NAME = nbitadder
export DESIGN_NICKNAME = nbitadder
export VERILOG_FILES = /design/flow/design.v
export SDC_FILE = /design/flow/constraint.sdc
export NUM_CORES = 4
export LEC_CHECK = 1
export CORE_AREA = 10 10 103 103
export DIE_AREA = 0 0 113 113
```
`design/flow/constraint.sdc`:
```
current_design nbitadder

set clk_period 23.4
set clk_io_pct 0.2

create_clock -name clk0 -period $clk_period

set non_clock_inputs [all_inputs -no_clocks]
set_input_delay [expr $clk_period * $clk_io_pct] -clock clk0 $non_clock_inputs
set_output_delay [expr $clk_period * $clk_io_pct] -clock clk0 [all_outputs]
```
`design/flow/design.v`:
```
module nbitadder #(parameter N=32)(input [N-1:0]a,input [N-1:0]b,output [N-1:0]s);
genvar i;
wire [N-1:0]carry;
wire [N-1:0]fsum;
generate
for(i=0;i<32;i=i+1) begin
   if(i==0)
      half_adder ins(a[0],b[0],fsum[0],carry[0]);
   else
      full_adder inst1(a[i],b[i],carry[i-1],fsum[i],carry[i]);
end
endgenerate
assign s=fsum;
endmodule
module full_adder(input a,input b,input c,output sum,output cout);
reg sum1,cout1;
always@(a or b or c) begin
sum1=a^b^c;
cout1=(a&b)|((a^b)&c);
end
assign sum=sum1;
assign cout=cout1;
endmodule
module half_adder(input a,input b,output s,output c);
reg s1,c1;
always@(a or b)begin
s1=a^b;
c1=a&b;
end
assign s=s1;
assign c=c1;
endmodule
```
==> impl_metrics.csv <==
group,metric,value,unit
flow_run,warning_count,32,
routing,drt_first_iter_violations,6,
cells_and_area,layout.clock_buffers,0,
synthesis,syn_avg_cell_area,13.7,sq um
critical_path,setup.worst_path.start_class,"input port",
synthesis,common_cells,"buf_4 (32), fa_1 (30), ha_1 (1), xor3_1 (1)",
synthesis,post_synthesis_instance_total,64,
worst_hold_path,hold_path.startpoint,"b[0]",
worst_hold_path,hold_path_class,"input port to output port",
critical_path,max_stage_delay,480,ps
global_routing,global_route.overflow_total,0,
critical_path,cp-endpoint,"s[31]",
floorplanning,die_h,113,um
sta,layout_worst_path_cycle_share,0.964,
power_and_ir_drop,share_clk_of_total_power,0,
power_and_ir_drop,switching_power,0.0110,mW
synthesis,cell_taking_the_most_area_after_synthesis,"fa_1",
sta,period_minus_slack,22560,ps
critical_path,arrival,17880,ps
floorplanning,core.rowCount,33,
critical_path,critical_path_buf_inv_count,2,
floorplanning,core_util_floorplan,0.106,
routing,antennaDiodeCount,0,
global_routing,maximum_number_of_pins_on_one_net_before_global_route_repair,2,
routing,route.final.wire_length,2880,um
routing,detail_route.vias_per_cell,2.96,
floorplanning,ios,96,
critical_path,criticalPathCategory,"input port to output port",
critical_path,cp_common_cell,"fa_1",
global_routing,grt_pass1_wl,4530,um
run_status,outcome,"finished, final reports clean",
global_routing,grtUsageTotal,0.0437,
place,weighted_congestion_reported_at_the_end_of_routability_driven_placement,0.729,
clock_network,post_cts.repair.setup_buffers,0,
power_and_ir_drop,pwr-share-comb,1.000,
synthesis,number_of_cells_in_yosys_stat,64,
routing,drc,0,
floorplanning,floorplan.core_area,0.00830,sq mm
power_and_ir_drop,internal_power,0.0331,mW
critical_path,cell_class_contributing_the_biggest_share_of_worst_path_delay,"adder cells",
power_and_ir_drop,p_leak,0.619,nW
sta,hold_ws,10390,ps
synthesis,synth.most_common_cell,"buf_4",
routing,avgRoutedWirePerCell,12.4,um
synthesis,seq_area_frac_synth,0,
global_routing,gr-usage-met1,0.0577,
place,placed_area,0.00173,sq mm
synthesis,ys_area,877,sq um
sta,rsz0062_at_grt,"false",
sta,final_hold_viol_count,0,
synthesis,synth.distinct_cells,4,
power_and_ir_drop,max-vdd-ir-drop,7.63,uV
cells_and_area,post_route_cells_drive_above_1_share,0,
synthesis,synthesis.area,877,sq um
critical_path,slowest_stage,"clkdlybuf4s50_1",
power_and_ir_drop,finalPower,0.0441,mW
synthesis,topCellsByArea,"fa_1 (68%), buf_4 (27%), xor3_1 (2.7%)",
sta,slew_viol_final,0,
critical_path,setup.worst_path.start,"a[0]",
routing,vias,689,
clock_network,cts_resized,0,
critical_path,cp.required,18720,ps
sta,fmax,44.3,MHz
clock_network,cts_hold_buf,0,
floorplanning,die-width,113,um
sta,tns,0,ps
critical_path,cp_max_fo,1,
synthesis,number_of_warnings_reported_in_the_yosys_synthesis_log,2,
sta,worst_pin_slew,115,ps
power_and_ir_drop,switching_share,0.249,
sta,setup-violations-final,0,
power_and_ir_drop,seqPwrFrac,0,
synthesis,synth_top_area_share,0.685,
power_and_ir_drop,power.density,25.5,mW/mm^2
global_routing,antenna_found_initial,0,
flow_run,timing.max_cap.violations,0,
critical_path,path_depth,34,
cells_and_area,layout_overhead_on_the_synthesized_area,97.1,%
floorplanning,die_area,0.0128,sq mm
routing,postRouteAntennaNets,0,
global_routing,gr-max-usage-layer,"met1",
critical_path,critical_path.endpoint_type,"output port",
cells_and_area,area_of_the_multi_input_gates,637,sq um
routing,detail_route.first_pass.iterations,2,
cells_and_area,fillCellCount,897,
cells_and_area,register_area,0,sq um
global_routing,gr-usage-met2,0.0538,
global_routing,first_global_vias,870,
cells_and_area,layout.sequential_cells,0,
sta,slew_headroom,0.923,
global_routing,groute.layer.met3.usage,0.0406,
place,port_buffers,96,
cells_and_area,postLayoutCellArea,0.00173,sq mm
[worst min-delay path by stage]
stage | to | depth (start not counted)
6_report | s[0] | 3
4_1_cts | s[0] | 3
5_1_grt | s[0] | 3
[layout make-up]
class / instances / area share
timing repair buffer: 96 / 0.556
tap: 105 / 0.0760
multi-input combinational: 32 / 0.368
[worst min-delay path, delay by kind of cell]
| kind | cells | cell delay (ps) |
|---|---|---|
| buf+inv | 2 | 920 |
| fa+ha+maj | 1 | 110 |
[metrics by stage]
step / setup WS (ps) / cells / util
finish: 843 / 233 / 0.208
global route: 421 / 233 / 0.208
CTS: 750 / 233 / 0.208
detailed placement: 773 / 233 / 0.208
global placement: 805 / 233 / 0.208
floorplan: 2180 / 64 / -
[metal layers]
metal / wire [um] / vias to the layer above
met5: 0 / -
met1: 1300 / 304
li1: - / 290
met4: 0 / 0
met3: 743 / 0
met2: 836 / 95
[layout by cell type (no fill, tap or decap)]
master	instances
clkdlybuf4s50_1	96
fa_1	30
xor3_1	1
ha_1	1
[kinds of logic (layout without fill, tap and decap cells)]
kind of cell,after synthesis,count (layout),synth area share
buffers and inverters,32,96,0.274
XOR/XNOR,1,1,0.0271
adder cells (fa/ha/maj),31,31,0.699
[power by group through the flow]
stage | registers [mW] | logic, mW | clock network [mW]
4_1_cts | 0 | 0.0457 | 0
5_1_grt | 0 | 0.0501 | 0
6_report | 0 | 0.0441 | 0
Power and IR drop assume default switching activity.
